File: design/flow/run.sh
#!/bin/bash
# OpenROAD 26Q1-2900-gdf79404cd8, Yosys 0.63+post, stock flow scripts
make -C /OpenROAD-flow-scripts/flow DESIGN_CONFIG=/design/flow/config.mk WORK_HOME=/design/flow/orfs finish
File: design/flow/config.mk
export PLATFORM = sky130hd
export DESIGN_NAME = xilinx_simple_dual_port_no_change_2_clock_ram
export DESIGN_NICKNAME = xilinx_simple_dual_port_no_change_2_clock_ram
export VERILOG_FILES = /design/flow/design.v
export SDC_FILE = /design/flow/constraint.sdc
export NUM_CORES = 4
export LEC_CHECK = 1
export CORE_UTILIZATION = 50
export SYNTH_MEMORY_MAX_BITS = 65536
File: design/flow/constraint.sdc
current_design xilinx_simple_dual_port_no_change_2_clock_ram

set clk_period 32.1
set clk_io_pct 0.2

create_clock -name clk0 -period $clk_period [get_ports {rd_clk}]
create_clock -name clk1 -period $clk_period [get_ports {wr_clk}]

set non_clock_inputs [all_inputs -no_clocks]
set_input_delay [expr $clk_period * $clk_io_pct] -clock clk0 $non_clock_inputs
set_output_delay [expr $clk_period * $clk_io_pct] -clock clk0 [all_outputs]
File: design/flow/design.v
`timescale 1ns / 1ps
module xilinx_simple_dual_port_no_change_2_clock_ram #(
    parameter C_RAM_WR_WIDTH        = 16    ,                   
    parameter C_RAM_WR_DEPTH        = 1024  ,
    parameter C_RAM_RD_WIDTH        = 32    ,
    parameter C_RD_PORT_HIGH_PERF   = 1     
) (
    wr_clk      ,
    wrAddr      ,
    wren        ,
    din         ,
    rd_clk      ,
    rdAddr      ,
    rden        ,
    rd_mode     ,
    fifo_fwft   ,
    dout    
);
    function integer clog2;
        input integer value;
        begin
            value = value-1;      
            for(clog2 = 0; value > 0; clog2 = clog2 + 1)
                value = value >> 1;
        end
    endfunction
    localparam C_RAM_RD_DEPTH            = C_RAM_WR_DEPTH / (C_RAM_RD_WIDTH / C_RAM_WR_WIDTH);
    localparam C_RAM_DEPTH               = C_RAM_WR_DEPTH;
    localparam C_CLG2_RAM_WR_DEPTH       = clog2(C_RAM_WR_DEPTH);
    localparam C_CLG2_RAM_RD_DEPTH       = clog2(C_RAM_RD_DEPTH);
    input  logic                                 wr_clk     ;        
    input  logic [C_CLG2_RAM_WR_DEPTH - 1:0]     wrAddr     ;
    input  logic                                 wren       ;  
    input  logic [     C_RAM_WR_WIDTH - 1:0]     din        ;
    input  logic                                 rd_clk     ;    
    input  logic [C_CLG2_RAM_RD_DEPTH - 1:0]     rdAddr     ;
    input  logic                                 rden       ;
    input  logic                                 rd_mode    ;
    input  logic                                 fifo_fwft  ;
    output logic [     C_RAM_RD_WIDTH - 1:0]     dout       ;
    logic   [C_RAM_WR_WIDTH - 1:0]      BRAM[C_RAM_DEPTH - 1:0] ;
    logic   [C_RAM_RD_WIDTH - 1:0]      dout_reg0               ;
    logic   [C_RAM_RD_WIDTH - 1:0]      dout_reg1               ;
    logic   [C_RAM_RD_WIDTH - 1:0]      dout_reg2               ;   
    logic   [C_CLG2_RAM_RD_DEPTH - 1:0] rdAddr_plus_one         ;
    logic   [C_CLG2_RAM_RD_DEPTH - 1:0] address                 ;
    always@(posedge wr_clk) begin
        if(wren) begin
            BRAM[wrAddr] <= din;
        end
    end
    generate
        if(C_RD_PORT_HIGH_PERF == 1) begin
            assign dout = dout_reg2;
            always@(posedge rd_clk) begin
                if(rden) begin
                    dout_reg0 <= BRAM[rdAddr];
                    dout_reg1 <= dout_reg0;
                    dout_reg2 <= dout_reg1;
                end
            end
        end else begin
            always@(*) begin
                if(rd_mode) begin
                    address = rdAddr;
                end else begin
                    address = (rden) ? rdAddr_plus_one : rdAddr;
                end
            end
            always@(posedge rd_clk) begin
                if(rden) begin
                    rdAddr_plus_one <= rdAddr_plus_one + 1;
                end else begin
                    rdAddr_plus_one <= rdAddr + 1;
                end
            end
            always@(*) begin
                if(fifo_fwft) begin
                   dout = dout_reg0;
                end else begin
                   dout = BRAM[address];
                end
            end
            always@(posedge rd_clk) begin
                dout_reg0 <= BRAM[address];
            end
        end
    endgenerate
endmodule
==> Slide: Implementation Results <==
Implementation Results

Critical path
  • Cell depth of the worst flop-to-flop path: 8
  • Crit path cell chain: buf_16 -> buf_4 -> buf_4 -> buf_4 -> buf_4 -> buf_4 -> buf_4 -> buf_4 -> buf_4 -> mux2i_1 -> o221ai_1 -> nand3_1 -> a21oi_1 -> nor3_1 -> buf_4 -> or4_1 -> nor4_1 -> buf_4 -> and3_1
  • CP peak stage delay: 0.71 ns
  • R2r setup slk: 27.19 ns
  • Critical path's most frequent cell: buf_4
  • RR Startpoint: BRAM[350][5]$_DFFE_PP_
  • Worst-path fanout max: 57
  • Slowest CP cell: or4_1
  • WS Path Type: input port to flip-flop
  • Startpoint types: input port
  • Capturing point of the worst reg2reg path: dout_reg0[5]$_DFFE_PP_
  • CP endpoint kind: flip-flop
  • Critical Path RT: approximately 32 ns
  • Crit path DAT: 14.41 ns

Clocking
  • Post-CTS Setup Bufs: 0
  • Reg clk slew, reported paths: roughly 0.1 ns
  • # resized after CTS: 0
  • CTS sink cnt: 8240
  • CTS tree: done
  • # hold bufs at CTS: 0

Pwr
  • Power Dens Cells: 61.06 nW/um^2
  • Max VDD drop: 0.00006868 V
  • Tot Pwr: 22080 uW
  • Leak pwr: 0.1167 uW

Final layout
  • Fin util: 0.5639
  • Fillers: 46680
  • Share of layout cells above drive strength 1: 0.2129
  • Most common logic cell in the routed design: edfxtp_1
  • Most frequent cells in the layout: 8240 x edfxtp_1, 1544 x mux2i_1, 1191 x buf_4
  • Synth-to-layout area growth: 12.34%
  • Final Instance Area: ~360000 um^2

Floorplan
  • Die Span Y: 804.3 um
  • IO Pins: 73
  • Die span in x: 804.3 um
  • Die Area: 646900 um^2
  • Placeable Area: 641200 um^2
  • Row count: about 290
  • Starting Density: 0.5020

Global route
  • Total grt overflow: 0
  • Initial antenna violation count: 107
  • Largest net degree at the start of global routing: 129
  • Total GRT Usage: 0.3385
  • Vias in the first global route: ~170k
  • First-pass GRT wire length: ~1300 mm

Run
  • Tool Warnings: roughly 40
  • Maxcap violations: 0

Routing
  • Drt via density: 6.268
  • WL/cell: between 30 and 40 um
  • DR iter-0 viols: about 12000
  • ANT nets after route: 0
  • Final Routed Wirelength: 967.6 mm
  • Via count: about 160k
  • Post-route DRC violation count: 0
  • First drt pass iteration count: 8

Logic synthesis
  • Yosys warning count: 1
  • Number of enable flip-flop cells: 8240
  • Chip area line of the yosys report: 321900 um^2
  • Ys cells: around 16000
  • Synthesized flop and latch total: 8240
  • Post-Syn Area: 321900 um^2
  • Mapped Cells: 15620
  • Seq share, synth: 0.7688
  • Avg Cell Area, Syn: 20.60 um^2
  • Post-synthesis async set-or-reset flop share: 0
  • Synth unique cells: 93
  • Primary FF master, synth: edfxtp_1

Final timing
  • TNS Setup: 0 ns
  • Slew Viols, Final: 0
  • Clk_skew: 0.03678 ns
  • Tightest Pin Transition: 1.478 ns
  • Hold slack final: 0.4005 ns
  • Setup Viol. Count Final: 0
  • Hold Violations, Final: 0
  • Slew margin rel.: 0.01099
  • RSZ-0062 raised after global routing: false

Outcome
  • Status: finished clean

Hold path
  • Hold depth: 0
  • Worst hold-check path type: flip-flop to flip-flop
  • Min-delay src: dout_reg0[10]$_DFFE_PP_
  • Hold Path Sink: dout_reg1[10]$_DFFE_PP_

Placed design
  • DPL Wire Length: 602.7 mm
  • Area after DPL: 336000 um^2
  • I/O Buffers: ~53
  • RD Place Congestion: 0.9535
-- synthesized netlist by cell type, drive strengths merged, types with 11 or more instances --
cell type  instances  share of area
a2111oi           26        0.00075
a211o             13        0.00035
a211oi            66         0.0015
a21o              19        0.00044
a21oi            394         0.0061
a221oi            21        0.00057
a22oi             60         0.0014
a31oi             93         0.0018
and2              29        0.00056
and3              17        0.00033
buf              611          0.018
clkbuf           370         0.0051
edfxtp          8240           0.77
mux2              40         0.0014
mux2i           1544          0.048
mux4            1324          0.095
nand2            263         0.0031
nand3            100         0.0016
nand4             44        0.00086
nor2             734         0.0086
nor3             178         0.0028
nor4              45        0.00089
o211ai            15        0.00035
o21a              21        0.00049
o21ai            224         0.0035
o221ai           518          0.014
o22ai            410         0.0080
o311ai            11        0.00030
o31ai             20        0.00047
or4               11        0.00026
-- worst max-delay path, delay by kind of cell --
kind            cells  cell delay, ns
compound gates      2            0.44
buf+inv            11            5.36
mux                 1            0.16
simple gates        5            1.73
-- how the worst max path moves through the flow --
stage | start | end | slack (ns) | cells after the start
finish | rdAddr[0] | dout_reg0[3]$_DFFE_PP_ | 17.87 | 19
global route | rdAddr[0] | dout_reg0[3]$_DFFE_PP_ | 17.37 | 19
CTS | rdAddr[0] | dout_reg0[3]$_DFFE_PP_ | 17.82 | 19
-- registers in the layout, summed over array words and instances (netlist names) --
register,count
BRAM,8192
dout_reg0,16
dout_reg1,16
dout_reg2,16
-- layer usage --
layer,vias up,global-route usage,part of all wire
met5,-,0.04031,0.0039
met4,136,0.1313,0.050
met3,1867,0.2975,0.21
met2,11150,0.4482,0.44
met1,82760,0.4107,0.30
li1,68170,-,-
-- report_power, final --
part / switching [uW] / internal, uW
Sequential: 11.7 / 11900
Clock: 4040 / 5050
Combinational: 792 / 337
-- kinds of logic (layout without fill, tap and decap cells) --
group           after synthesis  in the layout  share of synthesized area
mux                        2908           2908                     0.1445
simple gates               1496           1496                    0.02074
compound gates             1993           1993                    0.04262
buf+inv                     984           2757                    0.02339
flops                      8240           8240                     0.7688
other cells                   1            201                 0.00001165
-- layout make-up --
cell class	instances	area [um^2]	area share
sequential	8240	247400	0.6843
inverter	3	28.78	0.00007959
clock inverter	455	3510	0.009706
antenna	185	462.9	0.001280
tap	8584	10740	0.02970
timing repair buffer	1260	9911	0.02741
clock buffer	1039	21580	0.05967
multi-input combinational	6413	67920	0.1878
-- per-stage QoR --
stage / worst slack, ns / instances
floorplan: 23.30 / 15640
global placement: 17.47 / 24500
detailed placement: 17.47 / 24500
CTS: 17.82 / 25990
global route: 17.37 / 26090
finish: 17.87 / 26180
No activity file was given, so power comes from the tool's default toggle rates.
