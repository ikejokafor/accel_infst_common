<file path="design/flow/design.v">
module fifo_fwft_prog_full_count
#(
	parameter	C_DATA_WIDTH = 128,
	parameter	C_FIFO_DEPTH = 16,
	parameter	C_PROG_FULL_THRESHOLD = 10
)
(
	input							clk,
	input							rst,
	input							wren,
	input							rden,
	input		[C_DATA_WIDTH-1:0]	datain,
	output	reg	[C_DATA_WIDTH-1:0]	dataout,
	output							empty,
	output	reg						full,
	output	reg						prog_full,
	output		[17:0]				count
);
	localparam C_FIFO_DEPTH_ACTUAL = (C_FIFO_DEPTH < 2) ? 2 : C_FIFO_DEPTH;
	localparam C_LOG2_FIFO_DEPTH = 
		(C_FIFO_DEPTH_ACTUAL <= 2)    ? 1  :
		(C_FIFO_DEPTH_ACTUAL <= 4)    ? 2  :
		(C_FIFO_DEPTH_ACTUAL <= 8)    ? 3  :
		(C_FIFO_DEPTH_ACTUAL <= 16)   ? 4  :
		(C_FIFO_DEPTH_ACTUAL <= 32)   ? 5  :
		(C_FIFO_DEPTH_ACTUAL <= 64)   ? 6  :
		(C_FIFO_DEPTH_ACTUAL <= 128)  ? 7  :
		(C_FIFO_DEPTH_ACTUAL <= 256)  ? 8  :
		(C_FIFO_DEPTH_ACTUAL <= 512)  ? 9  :
		(C_FIFO_DEPTH_ACTUAL <= 1024) ? 10 :
		(C_FIFO_DEPTH_ACTUAL <= 2048) ? 11 :
		(C_FIFO_DEPTH_ACTUAL <= 4096) ? 12 :
		(C_FIFO_DEPTH_ACTUAL <= 8192) ? 13 : 
		(C_FIFO_DEPTH_ACTUAL <= 16384) ? 14 : 
		(C_FIFO_DEPTH_ACTUAL <= 32768) ? 15 : 
		(C_FIFO_DEPTH_ACTUAL <= 65536) ? 16 : 
		(C_FIFO_DEPTH_ACTUAL <= 131072)? 17 : 18;
	localparam C_ALMOST_FULL_THRESHOLD = C_PROG_FULL_THRESHOLD;
	wire							read_allow;
	wire							write_allow;
	reg								empty_delay;
	reg								empty_r;
	wire	[C_LOG2_FIFO_DEPTH-1:0]	rd_ptr;
	reg		[C_LOG2_FIFO_DEPTH-1:0]	rd_ptr_current;
	reg		[C_LOG2_FIFO_DEPTH-1:0]	rd_ptr_plus1;
	reg		[C_LOG2_FIFO_DEPTH-1:0]	wr_ptr;
	reg		[C_LOG2_FIFO_DEPTH:0] occupancy;	 
	reg		[C_DATA_WIDTH-1:0]	fifo_buffer[C_FIFO_DEPTH-1:0];
	assign count = {{18-C_LOG2_FIFO_DEPTH{1'b0}},occupancy};
	always @(posedge clk)
	begin
		if (write_allow)
		begin
			fifo_buffer[wr_ptr] <= datain;
		end
	end
	always @(posedge clk)
	begin
		dataout <= fifo_buffer[rd_ptr];
	end
	always @(posedge clk)
	begin
		if (rst)
		begin
			occupancy <= 'd0;
		end
		else
		begin
			case ({write_allow,read_allow})
				2'b00 :
					begin
					end
				2'b01 :
					begin
						occupancy <= occupancy - 'd1;
					end
				2'b10 :
					begin
						occupancy <= occupancy + 'd1;
					end
				2'b11 :
					begin
					end
			endcase
		end
	end
	assign rd_ptr = (read_allow) ? rd_ptr_plus1 : rd_ptr_current;
	always @(posedge clk)
	begin
		if (rst)
		begin
			wr_ptr <= 'd0;
		end
		else
		begin
			if (write_allow)
			begin
				if (wr_ptr == (C_FIFO_DEPTH_ACTUAL-1))
				begin
					wr_ptr <= 0;
				end
				else
				begin
					wr_ptr <= wr_ptr + 'd1;
				end
			end
		end
	end
	always @(posedge clk)
	begin
		if (rst)
		begin
			rd_ptr_current <= 0;
			rd_ptr_plus1 <= 1;
		end
		else
		begin
			rd_ptr_current <= rd_ptr;
			if (read_allow)
			begin
				if (rd_ptr_plus1 == (C_FIFO_DEPTH_ACTUAL-1))
				begin
					rd_ptr_plus1 <= 0;
				end
				else
				begin
					rd_ptr_plus1 <= rd_ptr_plus1 + 1;
				end
			end
		end
	end
	always @(posedge clk)
	begin
		if (rst)
		begin
			empty_delay <= 1'b0;
			empty_r <= 1'b1;
		end
		else
		begin
			empty_delay <= 1'b0;
			case ({write_allow,read_allow})
				2'b00 :
					begin
						empty_r <= empty_r;
					end
				2'b01 :
					begin
						if (occupancy == 1)
						begin
							empty_r <= 1'b1;
						end
					end
				2'b10 :
					begin
						if (occupancy == 0)
						begin
							empty_delay <= 1'b1;
						end
						empty_r <= 1'b0;
					end
				2'b11 :
					begin
						if ((occupancy == 0) || (occupancy == 1))
						begin
							empty_delay <= 1'b1;
						end
						empty_r <= empty_r;
					end
			endcase
		end
	end
	assign empty = empty_r | empty_delay;
	always @(posedge clk)
	begin
		if (rst)
		begin
			full <= 1'b0;
		end
		else
		begin
			case ({write_allow,read_allow})
				2'b00 :
					begin
						full <= full;
					end
				2'b01 :
					begin
						full <= 1'b0;
					end
				2'b10 :
					begin
						if (occupancy == (C_FIFO_DEPTH_ACTUAL - 1))
						begin
							full <= 1'b1;
						end
					end
				2'b11 :
					begin
						full <= full;
					end
			endcase
		end
	end
	always @(posedge clk)
	begin
		if (rst)
		begin
			prog_full <= 1'b0;
		end
		else
		begin
			case ({write_allow,read_allow})
				2'b00 :
					begin
						prog_full <= prog_full;
					end
				2'b01 :
					begin
						if (occupancy > (C_ALMOST_FULL_THRESHOLD))
						begin
							prog_full <= 1'b1;
						end
						else
						begin
							prog_full <= 1'b0;
						end
					end
				2'b10 :
					begin
						if (occupancy >= (C_ALMOST_FULL_THRESHOLD-1))
						begin
							prog_full <= 1'b1;
						end
						else
						begin
							prog_full <= 1'b0;
						end
					end
				2'b11 :
					begin
						prog_full <= prog_full;
					end
			endcase
		end
	end
	assign read_allow = rden & ~empty;
	assign write_allow = wren & ~full;
endmodule
</file>
<file path="design/flow/run.sh">
#!/bin/bash
# OpenROAD 26Q1-2900-gdf79404cd8, Yosys 0.63+post, stock flow scripts
make -C /OpenROAD-flow-scripts/flow DESIGN_CONFIG=/design/flow/config.mk WORK_HOME=/design/flow/orfs finish
</file>
<file path="design/flow/config.mk">
export PLATFORM = sky130hd
export DESIGN_NAME = fifo_fwft_prog_full_count
export DESIGN_NICKNAME = fifo_fwft_prog_full_count
export VERILOG_FILES = /design/flow/design.v
export SDC_FILE = /design/flow/constraint.sdc
export NUM_CORES = 4
export LEC_CHECK = 1
export CORE_UTILIZATION = 50
</file>
<file path="design/flow/constraint.sdc">
current_design fifo_fwft_prog_full_count

set clk_period 69.4
set clk_io_pct 0.2

create_clock -name clk0 -period $clk_period [get_ports {clk}]

set non_clock_inputs [all_inputs -no_clocks]
set_input_delay [expr $clk_period * $clk_io_pct] -clock clk0 $non_clock_inputs
set_output_delay [expr $clk_period * $clk_io_pct] -clock clk0 [all_outputs]
</file>
==> results_slide.txt <==
Physical Implementation Snapshot

Outcome
  – Result of the run: finished clean

Route
  – First-pass iteration count of the detailed router: 5
  – Routed Wire Length: 223000 um
  – DR iter-0 viols: about 3300
  – Detail-routed via count per cell: around 6.0
  – Total via count after detailed routing: approximately 49000
  – Number of nets with antenna violations after routing: 0
  – Wirelength per Cell: between 20 and 30 um
  – DRC violations left: 0

STA
  – Post-route minimum period: 19.23 ns
  – Worst-margin pin slew: approximately 1 ns
  – Period utilization: around 28%
  – Accumulated negative setup slack: 0 ns
  – Number of slew-limit violations in the final report: 0
  – Number of setup violations in the final report: 0
  – Tightest hold margin: approximately 0.47 ns
  – Unrepaired setup endpoints after global routing: no
  – Count of final hold-check violations: 0
  – Fin Clk Skew: about 0.037 ns
  – Slew HR: between 30% and 40%
  – Max Clock Freq: a little over 50 MHz

Clocking
  – Clock Path Buffers: 3
  – TritonCTS clock tree: yes
  – Number of clock buffers inserted by TritonCTS: roughly 220
  – Root buffer cell: sky130_fd_sc_hd__clkbuf_16
  – Number of buffers inserted to repair setup after CTS: 0
  – Clock Pin Slew Worst Setup and Hold Paths: approximately 0.06 ns
  – TritonCTS Sinks: 2197
  – Latest clock arrival within the worst-skew pair: between 0.8 and 0.9 ns
  – H-Tree Level Count: 4
  – Cts hold-fix bufs: 0
  – Resized cells post-CTS: 0

Floorplan
  – Ports: ~280
  – Number of rows created at floorplan: between 150 and 200
  – Total core area: roughly 170000 um^2
  – Pre-Place Util: approximately half
  – Die height: between 400 and 500 um
  – Chip area: 175000 um^2
  – Die X-Extent: ~420 um

Power
  – Sw Pwr: 0.629 mW
  – LEAKAGE: 31.9 nW
  – Power Density: between 20 and 30 nW/um^2
  – IR Drop Worst-Case VDD: 25.3 uV
  – Proportion of power drawn by combinational gates: 6.9%
  – Fraction of power consumed by sequential logic: between 50 and 60%
  – Clock network power share: 41.2%
  – Total power after layout: 2.87 mW
  – Sw Share: around 22%
  – Design internal power: 2.24 mW

Run
  – Total number of warnings across the stage logs: around 44
  – Max Cap Viol: 0

Global routing
  – Wire length of the first global-routing pass: roughly 330000 um
  – Total global routing overflow: 0
  – Via count of the first global-routing pass: 50900
  – Initial antenna violation count: 35
  – Overall fraction of global-route tracks in use: between 20 and 30%
  – Maximum number of pins on one net before global-route repair: between 100 and 150

Setup path
  – Arrival time worst endpoint: ~20 ns
  – Category of the worst setup path launch point: input port
  – Largest fanout of any net on the critical path: roughly 62
  – Classification of the worst setup path: in2reg
  – Data required, critical path: roughly 70 ns
  – Critical path endpoint category: register

Synthesis
  – Cell taking the most area after synthesis: sky130_fd_sc_hd__edfxtp_1
  – Proportion of synthesized chip area in sequential cells: ~75%
  – Avg Inst Size Synth: around 16 um^2
  – Cells after synthesis: roughly 5400
  – Mux area share: between 6 and 7%
  – FA/HA/MAJ Cells, Area Fraction: less than 1%
  – Main logic family after synthesis: AND-OR/OR-AND gates
  – Area figure in the yosys stat output: ~86000 um^2
  – Simple-gate area share of the yosys netlist: 1.75%
  – Post-Syn Area: 86500 um^2
  – Number of synthesized register bits: 2197
  – # Cells Yosys: 5424
  – AND-OR/OR-AND Cells, Area Fraction: roughly an eighth
  – Yosys warns: 1
  – Area share of the largest cell type after synthesis: roughly 71%
  – Cell variety after synth: 49
  – Post-synthesis xor/xnor area fraction: less than 1%
  – Synth top area cells: sky130_fd_sc_hd__edfxtp_1 71%, sky130_fd_sc_hd__o211ai_1 9.5%, sky130_fd_sc_hd__dfxtp_1 3.5%, sky130_fd_sc_hd__mux2i_1 3.2%, sky130_fd_sc_hd__inv_1 2.3%

Cells and area
  – Fraction of final layout cells with drive strength greater than 1: 11.2%
  – Final cell count without fillers: 8151
  – Most instantiated logic cell after routing: sky130_fd_sc_hd__edfxtp_1
  – Most instantiated logic cells after routing: 2048 x sky130_fd_sc_hd__edfxtp_1, 1097 x sky130_fd_sc_hd__o211ai_1, 524 x sky130_fd_sc_hd__inv_1
  – Storage cell area: around 64000 um^2
  – Fillers: approximately 13000
  – Relative area change from synthesis to final layout: 14.5%
  – Area used by multi-input combinational logic: approximately 18000 um^2
  – Final core occ: a little under 60%

Hold path
  – Type of the tightest min-delay check: reg2reg

Placement
  – Placed cell count: 7719
  – Half-perimeter wire length after placement: about 110000 um
  – Count of input and output buffers: between 200 and 300
  – Gp weighted congestion: ~0.83
## through the flow
step | setup WS [ns] | instance area (um^2)
finish | 50.17 | 99000
detailed placement | 49.36 | 91700
global route | 49.90 | 99000
CTS | 50.27 | 99000
floorplan | 45.49 | 86500
global placement | 49.40 | 91700
## power groups by stage
stage	registers (mW)	logic, mW	clock network, mW
after CTS	1.49	0.199	1.20
after global routing	1.49	0.214	1.25
final	1.49	0.197	1.18
## layer usage
metal / track usage [%] / routed length, um / vias to the layer above
li1: - / - / 21900
met1: 39.5 / 78800 / 23900
met2: 41.6 / 107000 / 2823
met3: 18.3 / 32100 / 392
met4: 6.37 / 5420 / 43
met5: 1.17 / 378 / -
## cells by family after synthesis
family,count (synthesis)
other,1
buffers and inverters,968
DFF,2197
muxes,433
AOI/OAI and AO/OA,1510
xor gates and xnor gates,7
adders and majority gates,14
and+or+nand+nor,294
## area by class of cell
cell class                      count  area share [%]
Clock buffer                      339            6.42
Clock inverter                     82           0.945
Inverter                          526            2.01
Multi-Input combinational cell   2271            18.5
Tap cell                         2310            2.92
Antenna cell                       11          0.0278
Sequential cell                  2197            65.1
Timing Repair Buffer              415            4.02
## flip-flops by register name, summed over array words and instances, names as in the netlist
register,cells
occupancy,5
fifo_buffer,2048
dataout,128
rd_ptr_plus1,4
empty_r,1
wr_ptr,4
empty_delay,1
full,1
rd_ptr_current,4
prog_full,1
## synth_stat cells (all sizes together)
library cell,number
inv,526
o22a,138
edfxtp,2048
o211ai,1097
or4,1
buf,224
nand4b,1
a311o,6
nor2b,4
xor2,5
mux4,69
nand4,71
o21ai,6
nor4bb,2
a211o,2
mux2i,281
conb,1
ha,14
nand4bb,1
nor3,10
nor4,53
o221ai,6
a21o,2
a311oi,1
nand2b,7
clkbuf,218
nor2,35
nand2,102
or3b,1
or2,2
mux2,83
xnor2,2
a21oi,225
a211oi,24
and3,1
dfxtp,149
a21boi,1
a221oi,1
nor4b,1
or3,2
a22oi,1
## final timing paths
check,cells after the start,startpoint,slack [ns],end
worst max-delay path,13,rden,50.17,dataout[42]$_DFF_P_
worst min-delay path,2,prog_full$_SDFFE_PP0N_,0.47,prog_full$_SDFFE_PP0N_
worst max register to register,12,empty_r$_SDFFE_PP1P_,63.37,dataout[42]$_DFF_P_
worst min register to register,2,prog_full$_SDFFE_PP0N_,0.47,prog_full$_SDFFE_PP0N_
## worst max-delay path: stages
cell                              delay [ns]
sky130_fd_sc_hd__clkdlybuf4s50_1        0.55
sky130_fd_sc_hd__or3b_1                 0.36
sky130_fd_sc_hd__buf_4                  0.27
sky130_fd_sc_hd__a21boi_4               0.19
sky130_fd_sc_hd__buf_4                  0.67
sky130_fd_sc_hd__buf_4                  0.62
sky130_fd_sc_hd__buf_4                  0.66
sky130_fd_sc_hd__buf_4                  0.56
sky130_fd_sc_hd__buf_4                  0.62
sky130_fd_sc_hd__buf_4                  0.63
sky130_fd_sc_hd__mux4_2                 0.58
sky130_fd_sc_hd__nand2_1                0.10
sky130_fd_sc_hd__nand4_1                0.11
Power and IR drop assume default switching activity.
